**flow/design.v**
```verilog
module andornot( s, a, b, ctrl);
input [7:0] a; 		 
input [7:0] b; 		 
input [1:0] ctrl; 	 
output reg [7:0] s;  
initial begin
	s = 0;
end
always @( ctrl or a or b ) begin
	case (ctrl)
		2'b00: s = a & b;
		2'b01: s = a | b;
		2'b10: s = ~a;
		2'b11: s = ~(a & b);
		default: s = 0;
	endcase
end
endmodule
```
**flow/constraint.sdc**
```tcl
current_design andornot

set clk_period 1.0
set clk_io_pct 0.2

create_clock -name clk0 -period $clk_period

set non_clock_inputs [all_inputs -no_clocks]
set_input_delay [expr $clk_period * $clk_io_pct] -clock clk0 $non_clock_inputs
set_output_delay [expr $clk_period * $clk_io_pct] -clock clk0 [all_outputs]
```
**flow/run.sh**
```bash
#!/bin/bash
# OpenROAD 26Q1-2900-gdf79404cd8, Yosys 0.63+post, stock flow scripts
make -C /OpenROAD-flow-scripts/flow DESIGN_CONFIG=/design/flow/config.mk WORK_HOME=/design/flow/orfs finish
```
**flow/config.mk**
```make
export PLATFORM = sky130hd
export DESIGN_NAME = andornot
export DESIGN_NICKNAME = andornot
export VERILOG_FILES = /design/flow/design.v
export SDC_FILE = /design/flow/constraint.sdc
export NUM_CORES = 4
export LEC_CHECK = 1
export CORE_AREA = 10 10 70 70
export DIE_AREA = 0 0 80 80
```
==> results.json <==
{
  "dr.pass1.iters": 2,
  "routabilityCongestion": 0.7786,
  "synth.avg_cell_area_um2": 6.792,
  "ant_nets": 0,
  "post-route-drc-count": 0,
  "period_minus_slack_ps": 1090,
  "hold_class": "input pin to output port",
  "yosysSeqAreaShare_pct": 0,
  "worstPathRequired_ps": 800,
  "synth.yosys.chip_area_um2": 237.7,
  "rsz0062_at_grt": "yes",
  "ys_cells": 35,
  "antenna_found_initial": 0,
  "pre_cts_ws_ps": -951.9,
  "port_buffers": 26,
  "post_cts.repair.setup_buffers": 0,
  "lay_top_cells": "11 x buf_2, 8 x dlygate4sd2_1, 7 x or2b_1, 7 x a21oi_1, 7 x a32oi_1",
  "seq_area_um2": 0,
  "ir_drop_v": 0.00005945,
  "clock.fmax_ghz": 0.9173,
  "core_area_um2": 3416,
  "n_antenna_cell": 0,
  "top_area_cell": "a32oi_1",
  "layout_top_cell": "buf_2",
  "flop-count": 0,
  "hold_slack_ps": 767.5,
  "grt_pass1_wl_um": 1524,
  "hold_viol": 0,
  "final.clkbuf_count": 0,
  "p_leak_uw": 0.0002278,
  "synth_top_area_share_pct": 25.79,
  "io_pins": 26,
  "violations": "negative setup slack",
  "slew_viol_final": 0,
  "post_drt_wl_per_cell_um": 9.649,
  "yosysWarningCount": 1,
  "max-slew-margin-rel_pct": 86.80,
  "drv_cap": 0,
  "postCtsHoldBufs": 0,
  "chip_area_um2": 6400,
  "timing.final.ws_setup_ps": -90.12,
  "critical_path_class": "input pin to output port",
  "min_period_over_period_pct": 109.0,
  "max_slew.worst_pin.slew_ps": 197.6,
  "cp-start-kind": "input pin",
  "rows": 21,
  "worst-path-max-fanout": 5,
  "synthCells": 35,
  "syn_area_um2": 237.7,
  "p_total_uw": 193.0,
  "grt-ovfl-total": 0,
  "netlist-cell-type-count": 11,
  "track_usage_pct": 2.840,
  "setup_viol": 8,
  "endpoint_kind": "output port",
  "fp_util_pct": 6.960,
  "routed-via-count": 387,
  "top_cells_by_area": "a32oi_1 26%, or2b_1 22%, a21oi_1 15%",
  "place_hpwl_um": 923.7,
  "drt_iter0_drc": 7,
  "drive_gt1_share_pct": 41.54,
  "area_growth_pct": 130.5,
  "p_per_area_nw_per_um2": 352.2,
  "die_w_um": 80,
  "grt_pass1_vias": 330,
  "run_status": "complete, but fails checks",
  "grt_max_degree": 13,
  "warnings": 34,
  "via_per_inst": 3.486,
  "nFillCells": 399,
  "placed_area_um2": 596.8,
  "fin_area_um2": 548.0,
  "die_h_um": 80,
  "cp.arrival_ps": 890,
  "routed_wl_um": 1071
}
==> stage by stage <==
step	TNS [ps]	util [%]	std cells
2_1_floorplan	0	-	35
3_3_place_gp	-7272	17.47	111
3_5_place_dp	-7329	17.47	111
4_1_cts	-638.3	16.15	111
5_1_grt	-1009	16.04	111
6_report	-543.1	16.04	111
==> final cells by class <==
class              instances  area [µm²]  share of cell area (%)
multi-input cells         32       232.7                   42.47
inverters                  1       3.754                  0.6849
well taps                 46       57.56                   10.50
repair buffers            32       254.0                   46.35
==> synth_stat cells <==
cell type and number:
a21oi_1 7, or2b_1 7, nand2b_1 1, buf_6 1
nor2_1 1, buf_2 1, a32oi_1 7, nand3b_1 1
o311ai_2 1, o21ai_0 7, inv_1 1
==> report_power, final <==
group / switching (µW) / internal, µW
Clock: 0 / 0
Sequential: 0 / 0
Combinational: 73.5 / 120
Total: 73.5 / 120
==> critical path, cell delays in order <==
cell and delay [ps]:
buf_8 70, buf_6 100, or2b_1 230, a32oi_1 160, buf_2 120
==> per-layer routing <==
layer	part of all wire [%]	track usage, %	vias up
met5	0	0	-
met4	0	0	0
met3	17	1.364	0
met2	40	4.334	16
met1	43	3.757	165
li1	-	-	206
==> timing repair <==
item                                    CTS  global route
endpoints found under the setup margin    8             8
resized                                  72             5
pin swaps                                 8             2
endpoints found under the hold margin     0             0
==> worst paths after layout <==
check | start | to | slack (ps) | cells after the start
worst min-delay path | b[5] | s[5] | 770 | 4
worst max-delay path | ctrl[0] | s[4] | -90 | 5
==> logic make-up (layout without fill, tap and decap cells) <==
| family | Yosys count | after routing | synth area share (%) |
|---|---|---|---|
| and+or+nand+nor | 10 | 10 | 29.47 |
| AOI/OAI and AO/OA | 22 | 22 | 62.10 |
| buffers and inverters | 3 | 33 | 8.417 |
