==> design.v <==
module adder_subtractor( s, overflow, a, b, op);
input  signed [7:0] a;  
input  signed [7:0] b;  
output signed [7:0] s;  
output overflow;  
input  op;       
wire [6:0] carry;
wire [7:0] bxor;  
wire last_cout;
xor(bxor[0], b[0], op);
xor(bxor[1], b[1], op);
xor(bxor[2], b[2], op);
xor(bxor[3], b[3], op);
xor(bxor[4], b[4], op);
xor(bxor[5], b[5], op);
xor(bxor[6], b[6], op);
xor(bxor[7], b[7], op);
full_adder a0(s[0], carry[0], a[0], bxor[0], op);
full_adder a1(s[1], carry[1], a[1], bxor[1], carry[0]);
full_adder a2(s[2], carry[2], a[2], bxor[2], carry[1]);
full_adder a3(s[3], carry[3], a[3], bxor[3], carry[2]);
full_adder a4(s[4], carry[4], a[4], bxor[4], carry[3]);
full_adder a5(s[5], carry[5], a[5], bxor[5], carry[4]);
full_adder a6(s[6], carry[6], a[6], bxor[6], carry[5]);
full_adder a7(s[7], last_cout,a[7], bxor[7], carry[6]);
xor(overflow, carry[6], last_cout);
endmodule
module full_adder(s, cout, a, b, cin);
input a,b,cin;
output s,cout;
wire w1, w2, w3;
xor(w1, a, b);
xor(s, w1, cin);
or(cout, w2, w3);
and(w2, w1, cin);
and(w3, a, b);
endmodule
==> run.sh <==
#!/bin/bash
# OpenROAD 26Q1-2900-gdf79404cd8, Yosys 0.63+post, stock flow scripts
make -C /OpenROAD-flow-scripts/flow DESIGN_CONFIG=/design/flow/config.mk WORK_HOME=/design/flow/orfs finish
==> config.mk <==
export PLATFORM = sky130hd
export DESIGN_NAME = adder_subtractor
export DESIGN_NICKNAME = adder_subtractor
export VERILOG_FILES = /design/flow/design.v
export SDC_FILE = /design/flow/constraint.sdc
export NUM_CORES = 4
export LEC_CHECK = 1
export CORE_AREA = 10 10 70 70
export DIE_AREA = 0 0 80 80
==> constraint.sdc <==
current_design adder_subtractor

set clk_period 9.4
set clk_io_pct 0.2

create_clock -name clk0 -period $clk_period

set non_clock_inputs [all_inputs -no_clocks]
set_input_delay [expr $clk_period * $clk_io_pct] -clock clk0 $non_clock_inputs
set_output_delay [expr $clk_period * $clk_io_pct] -clock clk0 [all_outputs]
==> impl_metrics.ini <==
; implementation run metrics
[status]
status = completed

[route]
drt_iter0_drc = 0
drc = 0
vias_per_cell = 2.66
vias = 274
wl_um = 867
ant_nets = 0
first_pass_iters = 1
routedWlPerCell_um = 8.42
antennaDiodeCount = 0

[min_path]
min-delay-start = a[0]
hold_path_depth = 3
worst_hold_path_type = primary input to output port
hold_path_end = s[0]

[finish]
layout.cells.most_common = clkdlybuf4s50_1
seq_area_um2 = 0
final_layout_size_suffix_gt1_frac = 0
clockBufferCount = 0
fin_util = 0.175
flop-count = 0
final_cell_mix = 26 x clkdlybuf4s50_1, 14 x inv_1, 7 x xnor2_1, 7 x fa_1, 2 x xor2_1
n_fill_cell = 389
combGateArea_um2 = 229
syn2layout_area_growth_pct = 69.9
final_area_um2 = 599

[critical_path]
path_buffers = 2
cp_slowest_cell = clkdlybuf4s50_1
max_stage_delay_ns = 0.74
critPathRequiredTime_ns = 7.52
critPathMostFrequentCell = fa_1
critPathTopFamily = adder cells
cp_max_fo = 8
cp-start-kind = primary input
critical_path_depth = 11
path_cells = clkdlybuf4s50_1, xnor2_1, fa_1, fa_1, fa_1, fa_1, fa_1, fa_1, fa_1, xor2_1, clkdlybuf4s50_1
worst_ep_arrival_time_ns = 6.23
crit_type = primary input to output port
critPathCaptureType = output port

[power]
p_leak_nw = 0.256
p_per_area_nw_per_um2 = 75.2
vdd_drop_max_mv = 0.0280

[clock_tree]
cts_hold_buffers = 0
cts_setup_buffers = 0
cts_resized = 0

[final_timing]
slew_violations = 0
rsz0062_at_grt = false
worst_pin_slew_ns = 0.438
tns_ns = 0
setup_viol = 0
clock.fmax_mhz = 123
worst_slack_ns = 1.29
whs_ns = 4.72
slew_headroom = 0.707
fin_crit_ns = 8.11
period_used_share = 0.862
hold_viol = 0

[floorplanning]
die_x_um = 80
chip_area_um2 = 6400
die_h_um = 80
ios = 26
fp-utilization = 0.103
coreArea_um2 = 3420
num_rows = 21

[grt]
grt_use_total = 0.0265
grt_max_degree = 9
overflow = 0
grt_pass1_wl_um = 1370
antenna_found_initial = 0
grt_pass1_vias = 309

[yosys]
synth_seq_share = 0
ys_types = 7
yosysWarnings = 0
ys_top_cells_by_area = fa_1 40%, xnor2_1 17%, buf_4 17%, inv_1 15%, xor2_1 5.0%
syn_inst = 40
netlist_area_um2 = 353
syn-mean-instance-area_um2 = 8.82
netlist.area_leader.share = 0.397
top_area_cell = fa_1
ys_area_um2 = 353
ys_cells = 40

[job]
maxCapViolCount = 0
tool_warnings = 32

[place]
hpwlAfterDp_um = 845
post-place-ws_ns = 1.21
place_congestion = 0.812
placed_area_um2 = 599
port_buffers = 26
metal layers:
| layer | global-route usage | vias up | share of wire |
|---|---|---|---|
| met5 | 0 | - | 0 |
| met4 | 0 | 0 | 0 |
| met3 | 0.0261 | 0 | 0.27 |
| met2 | 0.0305 | 26 | 0.24 |
| met1 | 0.0357 | 115 | 0.49 |
| li1 | - | 133 | - |
worst max-delay path by stage:
stage,start,endpoint,slack [ns]
final,op,overflow,1.29
after CTS,op,overflow,1.23
after global routing,op,overflow,1.06
cell usage after synthesis:
cell and number:
inv_1 14, xor2_1 2, xnor2_1 7, buf_6 1, buf_4 8, mux2i_1 1
fa_1 7
tightest hold or removal path, cell delays in order:
cell,delay [ns]
clkdlybuf4s50_1,0.49
xor2_1,0.07
clkdlybuf4s50_1,0.40
area by class of cell:
cell class                 count  share of cell area
tap                           46              0.0960
inverter                      14              0.0877
multi-input combinational     17               0.382
timing repair buffer          26               0.434
through the flow:
stage,std cells,power (W)
floorplan,40,0.0000270
global placement,103,0.0000459
detailed placement,103,0.0000465
CTS,103,0.0000467
global route,103,0.0000518
finish,103,0.0000451
power by group:
group	internal, W	switching [W]	leakage (nW)
sequential	0	0	0
clock	0	0	0
combinational	0.0000314	0.0000137	0.256
cells by family (layout without fill, tap and decap cells):
group / count (synthesis) / count (layout) / share of synthesized area
xor gates and xnor gates: 9 / 9 / 0.223
adders and majority gates: 7 / 7 / 0.397
buffers and inverters: 23 / 40 / 0.351
muxes: 1 / 1 / 0.0284
Power and IR drop assume default switching activity.
