==> design/flow/design.v <==
module mux( s, ctrl, compare_in, andornot_in, addsub_in, overflow);
output reg [7:0] s;  
input [1:0] ctrl;	 
input [7:0] compare_in; 	 
input [7:0] andornot_in;	 
input [7:0] addsub_in;		 
input overflow;  
initial begin
	s = 0;
end
always @( ctrl or compare_in or andornot_in or addsub_in or overflow) begin
	case(ctrl) 
	2'b00:   s <= compare_in;
	2'b01:   s <= andornot_in;
	2'b10:   s <= addsub_in;
	default: s <= 0;
	endcase
end
endmodule
==> design/flow/run.sh <==
#!/bin/bash
# OpenROAD 26Q1-2900-gdf79404cd8, Yosys 0.63+post, stock flow scripts
make -C /OpenROAD-flow-scripts/flow DESIGN_CONFIG=/design/flow/config.mk WORK_HOME=/design/flow/orfs finish
==> design/flow/config.mk <==
export PLATFORM = sky130hd
export DESIGN_NAME = mux
export DESIGN_NICKNAME = mux
export VERILOG_FILES = /design/flow/design.v
export SDC_FILE = /design/flow/constraint.sdc
export NUM_CORES = 4
export LEC_CHECK = 1
export CORE_AREA = 10 10 70 70
export DIE_AREA = 0 0 80 80
==> design/flow/constraint.sdc <==
current_design mux

set clk_period 1.8
set clk_io_pct 0.2

create_clock -name clk0 -period $clk_period

set non_clock_inputs [all_inputs -no_clocks]
set_input_delay [expr $clk_period * $clk_io_pct] -clock clk0 $non_clock_inputs
set_output_delay [expr $clk_period * $clk_io_pct] -clock clk0 [all_outputs]
==> summary.txt <==
run metrics: WP data arrival=1.35 ns, GP Congestion=0.752, GR Util met2=7.95%, MI comb area=208 um^2, maximum clock frequency=0.586 GHz, core box area=0.00342 mm^2, Die H=80 um, final period utilization=94.7%, Flops=0, port bufs=34, Starting Density=5.79%, antenna violations before repair=1, hold_buf cts=0, initial DRC count=0, PD cells=208 mW/mm^2, Pleak=0.274 nW, Util after Layout=19.4%, DRC Markers=0, crit path launch type=input port, Setup-failing EPs final=0, Yosys chip area=198 um^2, maxcap violations=0, met3 GRT Util=0.682%, CP Max Fanout=4, WL final=1.28 mm, HP Class=input port to output port, clkbuf count=0, most frequent cell on the critical path=dlygate4sd2_1, distinct lib cells=4, total power=0.138 mW, setup repair after global routing missed its margin=false, vias in the first global route=359, crit path DRT=1.44 ns, io pins=35, Cells after Synth=20, Reg area=0 um^2, Crit-path slowest cell=dlygate4sd2_1, outcome=finished, final reports clean, via-per-instance ratio=2.87, All-Layer GR Usage=3.79%, row count=21, grt peak-use layer=met2, synthesized area=198 um^2, first-pass GRT wire length=1.97 mm, fillers=380, met1 Use GR=3.89%, DR pass1 iterations=1, crit path time final=1.71 ns, hold_ws=1.27 ns, yosys warns=1, vias=304, cells in synth_stat.txt=20, largest net degree at the start of global routing=9, chip area=0.00640 mm^2, register share after synthesis=0%, Fin. Hold Viols=0, max_slew headroom=87.0%, CP Cell Sequence=dlygate4sd2_1 -> nor2b_4 -> buf_12 -> buf_4 -> o2bb2ai_2 -> dlygate4sd2_1, max incr delay on CP=0.24 ns, number of warnings the tools reported=33, max-slew violations=0, antenna-violating nets left=0, share of cells above drive strength 1=35.6%, Max VDD drop=22.4 uV, die width=80 um, area grow syn2layout=235%, syn_area_per_cell=9.88 um^2, crit path capture type=output port, routed len/inst=12.1 um, Setup CP Type=input port to output port, grt ovf=0, worst slew pin tran=0.190 ns
==> layout make-up <==
class | instances | area share [%]
Tap cell | 46 | 8.70
Multi-Input combinational cell | 17 | 31.4
Timing Repair Buffer | 42 | 59.5
Antenna cell | 1 | 0.378
==> Yosys cell counts <==
library cell  count  area (um^2)
mux2i_1           8         80.1
o2bb2ai_1         8         70.1
buf_6             3         33.8
nor2b_4           1         13.8
==> worst max-delay path, delay by kind of cell <==
kind	cells	cell delay [ns]
buf+inv	4	0.74
compound gates	1	0.11
simple gates	1	0.13
==> logic make-up after synthesis <==
family | after synthesis | synth area share [%]
multiplexers | 8 | 40.5
buffers and inverters | 3 | 17.1
AND/OR/NAND/NOR | 1 | 6.96
AND-OR/OR-AND | 8 | 35.4
==> layout by cell type, fill, tap and decap left out <==
| cell type | Yosys | final |
|---|---|---|
| diode_2 | 0 | 1 |
| nor2b_4 | 1 | 1 |
| clkdlybuf4s50_1 | 0 | 24 |
| o2bb2ai_2 | 0 | 7 |
| buf_2 | 0 | 4 |
| buf_4 | 0 | 6 |
| buf_12 | 0 | 2 |
| dlygate4sd2_1 | 0 | 5 |
| o2bb2ai_1 | 8 | 1 |
| mux2i_1 | 8 | 8 |
| clkbuf_2 | 0 | 1 |
==> metrics by stage <==
| stage | setup WS (ns) | setup TNS, ns | instance area (um^2) | cells |
|---|---|---|---|---|
| after floorplan | 0.646 | 0 | 198 | 20 |
| after global placement | -0.383 | -3.02 | 589 | 99 |
| after detailed placement | -0.396 | -3.10 | 589 | 99 |
| after CTS | 0.0345 | 0 | 664 | 105 |
| after global routing | 0.0642 | 0 | 662 | 106 |
| final | 0.0946 | 0 | 662 | 106 |
==> report_power, final <==
group / internal [mW] / switching [mW] / leakage, nW
Sequential: 0 / 0 / 0
Clock: 0.0000000742 / 0 / 0.00000634
Combinational: 0.0974 / 0.0406 / 0.274
==> routing by layer <==
metal  share of wire, %  up-vias
li1                   -      161
met1                 31      138
met2                 64        5
met3                4.5        0
met4                  0        0
met5                  0        -
==> worst paths after layout <==
path	from	to	slack, ns	cells past startpoint
max	ctrl[0]	s[4]	0.09	6
min	ctrl[1]	s[2]	1.27	5
==> what timing repair did <==
action / in CTS / in global routing
resized: 27 / 1
setup endpoints to repair: 8 / 1
pin swaps: 2 / 0
buffers inserted: 6 / 0
hold endpoints to repair: 0 / 0
Power and IR drop assume default switching activity.
